<file path="design/flow/config.mk">
export PLATFORM = sky130hd
export DESIGN_NAME = PC_ROM
export DESIGN_NICKNAME = PC_ROM
export VERILOG_FILES = /design/flow/design.v
export SDC_FILE = /design/flow/constraint.sdc
export NUM_CORES = 4
export LEC_CHECK = 1
export CORE_AREA = 10 10 84 84
export DIE_AREA = 0 0 94 94
</file>
<file path="design/flow/constraint.sdc">
current_design PC_ROM

set clk_period 2.5
set clk_io_pct 0.2

create_clock -name clk0 -period $clk_period [get_ports {clk}]

set non_clock_inputs [all_inputs -no_clocks]
set_input_delay [expr $clk_period * $clk_io_pct] -clock clk0 $non_clock_inputs
set_output_delay [expr $clk_period * $clk_io_pct] -clock clk0 [all_outputs]
</file>
<file path="design/flow/design.v">
module PC_ROM(next, current, rst, clk, rd, rs1, rs2, imm, out, instr_out);
input rst, clk;
output [7:0] current, next;
output [4:0] rd, rs1, rs2;
output [11:0] imm;
output [31:0] out;
output [31:0] instr_out;
wire[7:0] PC;  
wire[7:0] PC4;  
PC pctest (PC4, PC, rst, clk);
Incr_by_4 addtest (PC, PC4);  
ROM romtest (PC, out);
instr_decoder decodetest (out, rd, rs1, rs2, imm, instr_out);
assign current = PC;
assign next = PC4;
endmodule
module PC(in, out, rst, clk);
input [7:0] in;
input rst, clk;
output reg [7:0] out; 
always @(posedge clk) begin
	if (rst)
	out = 8'b00000000;
	else 
	out = in;  
end
endmodule 
module Incr_by_4(in, out);
input [7:0] in;
output [7:0] out;
assign out = in + 8'b00000100;
endmodule 
module ROM(Addr, instr);
input[7:0] Addr;
output reg [31:0] instr;
	always @ (Addr) begin
		case (Addr)
		8'h00: instr = 32'h00000000;
		8'h04: instr = 32'h00f00193;  
		8'h08: instr = 32'h00700213;  
		8'h0c: instr = 32'h004182b3;  
		8'h10: instr = 32'h06502223;  
		8'h14: instr = 32'h05d22183;  
		8'h18: instr = 32'h00518863;  
		8'h20: instr = 32'h00200113;  
		8'h24: instr = 32'h00221233;  
		8'h28: instr = 32'h00125213;  
		endcase
	end
endmodule
module instr_decoder(instruction, rd, rs1, rs2, imm, instr_out);
input [31:0] instruction;
output [4:0] rd, rs1, rs2;
output [11:0] imm;
output [31:0] instr_out;
assign rd = instruction[11:7];
assign rs1 = instruction[19:15];
assign rs2 = instruction[24:20];
assign imm = instruction[31:20];
assign instr_out = instruction;
endmodule 
</file>
<file path="design/flow/run.sh">
#!/bin/bash
# OpenROAD 26Q1-2900-gdf79404cd8, Yosys 0.63+post, stock flow scripts
make -C /OpenROAD-flow-scripts/flow DESIGN_CONFIG=/design/flow/config.mk WORK_HOME=/design/flow/orfs finish
</file>
==> metrics.yaml <==
synth:
  netlist_area_sq_um: 1480
  synth.avg_cell_area_sq_um: 8.24
  ys.flop_type: "dlxtn_1"
  synth_cells: 180
  area_leaders: "buf_4, dlxtn_1, dfxtp_1"
  yosys_area_sq_um: 1480
  top_cell: "buf_4"
  yosysWarnings: 2
  ys_top_cells_by_count: "buf_4, dlxtn_1"
  yosysTopAreaCell: "buf_4"
  numSynthFlops: 24
  top_area_share_pct: 39.5
  ys_async_sr_fraction_pct: 0
  ys_cells: 180
  edf_count: 0
  yosysUniqueCellTypes: 35
critical_path:
  cp-end-kind: "output port"
  worstPathMaxFanout: 7
  critPathRequiredTime_ns: 2.00
  crit_type: "flop to output port"
  cp-start-kind: "flop"
  cp.arrival_ns: 1.79
  reg2reg_slack_ns: 1.22
final_timing:
  fin_skew_ns: 0.000347
  slew_violations: 0
  max_freq_mhz: 437
  final_hold_viol_count: 0
  setup_tns_ns: 0
  fin_crit_sh_pct: 91.6
  finalCriticalPeriod_ns: 2.29
  setup_viol: 0
  setup_slack_ns: 0.210
  holdWs_ns: 0.497
  unclocked_pins: 18
  rsz0062_at_grt: "false"
  untimed_endpoints: 81
global_routing:
  gr-usage-all-layers_pct: 7.02
  grt_antenna_before_repair: 0
  grt_pass1_wl_um: 5240
  grt_overflow_total: 0
  grt_pass1_vias: 1089
  grt_max_degree: 17
routing:
  drtIter0Drc: 56
  drt_pass1_iterations: 4
  vias: 1049
  wirelength_um: 3490
  ant_nets: 0
  vias_per_cell: 3.75
  drc_errors: 0
  wl_per_cell_um: 12.5
  diodes: 0
status:
  status: "finished, final reports clean"
job:
  drv_cap: 0
  warnings: 28
die:
  fp.coreArea_sq_um: 5200
  chipWidth_um: 94
  initCoreUtil_pct: 28.5
  die_area_sq_um: 8840
  die_y_um: 94
  num_io_pins: 109
  num_rows: 26
clock_network:
  cts_tree: "done"
  path_clk_slew_ns: 0.03
  clockRootBuffer: "clkbuf_8"
  clk_path_buf_depth: 2
  numCtsBuffers: 3
  htreeDepth: 1
  cts_setup_buffers: 0
  cts_hold_buf: 0
  cts_resized: 0
  clkLatencyLatePin_ns: 0.22
final_layout:
  fin_cells: 280
  final_area_sq_um: 1890
  area_growth_pct: 27.2
  drive_gt1_share_pct: 5.24
power:
  ir_drop_v: 0.000229
  cellLeakagePower_nw: 0.831
  p_per_area_nw_per_um2: 226
placed_design:
  io_buffers: 76
  gp_congestion: 0.800
  dp.cells: 277
  placed_area_sq_um: 1850
  dp_hpwl_um: 3050
  place_ws_ns: 0.462
worst_hold_path:
  hold_path_class: "flop to flop"
[per-layer routing]
| layer | track usage, % | up-vias | share of wire [%] |
|---|---|---|---|
| met5 | 0 | - | 0 |
| met4 | 0.633 | 0 | 0.23 |
| met3 | 4.12 | 2 | 17 |
| met2 | 12.0 | 54 | 46 |
| met1 | 7.55 | 464 | 36 |
| li1 | - | 529 | - |
[report_power, final]
| group | switching, mW | leakage (nW) | internal (mW) |
|---|---|---|---|
| clock | 0.0373 | 0.0216 | 0.103 |
| combinational | 0.0583 | 0.620 | 0.0848 |
| sequential | 0.0113 | 0.189 | 0.132 |
[cells by family after synthesis]
family | count (synthesis) | share of synthesized area, %
flip-flops | 6 | 8.09
AND-OR/OR-AND | 22 | 10.1
buffers and inverters | 90 | 44.1
XOR/XNOR | 3 | 1.77
other | 1 | 0.253
latches | 18 | 18.2
adder cells (fa/ha/maj) | 4 | 3.37
AND/OR/NAND/NOR | 36 | 14.1
[metrics by stage]
step	power, mW	util, %
after floorplan	0.266	-
after global placement	0.294	35.5
after detailed placement	0.293	35.5
after CTS	0.437	36.3
after global routing	0.464	36.3
final	0.426	36.3
[layout by cell type (no fill, tap or decap)]
master,Yosys,routed
a2bb2oi_1,2,2
and3_1,4,4
o21a_1,2,2
a21oi_1,6,6
clkbuf_8,0,3
buf_4,78,4
nand2_1,4,4
o211ai_1,2,2
a2111oi_2,1,1
o21ai_0,3,3
o21ba_2,1,1
nor3_2,1,1
ha_1,4,4
nand2_4,1,1
nor2b_1,6,6
and2_1,1,1
o31ai_1,1,1
nand2b_1,2,2
dfxtp_1,6,6
nor3_1,5,5
xor2_1,1,1
a211oi_1,1,1
conb_1,1,32
nand3_1,4,4
or3_1,4,4
a21boi_1,1,1
o21ai_1,2,2
xnor2_1,2,2
and2_0,1,1
clkdlybuf4s50_1,0,76
inv_1,6,6
dlxtn_1,18,18
nor2_1,2,2
or2b_1,1,1
[sequential cells by signal, indices dropped and copies added (netlist names)]
| register | count |
|---|---|
| pctest.out | 6 |
| romtest.instr | 18 |
[path summary, 6_finish.rpt]
| check | end | cells past startpoint | startpoint |
|---|---|---|---|
| hold / removal | pctest.out[2] | 1 | pctest.out[2] |
| hold reg to reg | pctest.out[2] | 1 | pctest.out[2] |
| setup reg to reg | pctest.out[6] | 4 | pctest.out[2] |
| setup / recovery | next[6] | 4 | pctest.out[2] |
[area by class of cell]
type	count	area, sq um
clock buffers	3	41.3
fillers	546	3320
inverters	6	22.5
multi-input cells	97	556
flip-flops and latches	24	390
well taps	70	87.6
repair buffers	80	791
[critical path, stage by stage (launching register included)]
cell and delay [ns]:
dfxtp_1 0.42, ha_1 0.33, nand3_1 0.13, xnor2_1 0.19, clkdlybuf4s50_1 0.51
Power and IR drop assume default switching activity.
