File: ./run.sh
#!/bin/bash
# OpenROAD 26Q1-2900-gdf79404cd8, Yosys 0.63+post, stock flow scripts
make -C /OpenROAD-flow-scripts/flow DESIGN_CONFIG=/design/flow/config.mk WORK_HOME=/design/flow/orfs finish
File: ./config.mk
export PLATFORM = sky130hd
export DESIGN_NAME = Mux
export DESIGN_NICKNAME = Mux
export VERILOG_FILES = /design/flow/design.v
export SDC_FILE = /design/flow/constraint.sdc
export NUM_CORES = 4
export LEC_CHECK = 1
export CORE_AREA = 10 10 108 108
export DIE_AREA = 0 0 118 118
File: ./constraint.sdc
current_design Mux

set clk_period 7.7
set clk_io_pct 0.2

create_clock -name clk0 -period $clk_period

set non_clock_inputs [all_inputs -no_clocks]
set_input_delay [expr $clk_period * $clk_io_pct] -clock clk0 $non_clock_inputs
set_output_delay [expr $clk_period * $clk_io_pct] -clock clk0 [all_outputs]
File: ./design.v
module Mux (opcode, ADD, XOR, NOR, OR, AND, SL, SR, Sum);
	input [2:0] opcode;
	input [31:0] ADD, XOR, NOR, OR, AND, SL, SR;
	output reg [31:0] Sum;
	always@(opcode or ADD or XOR or NOR or OR or AND or SL or SR) begin
	case (opcode)
	3'b 000: Sum <= ADD;
	3'b 001: Sum <= XOR;
	3'b 010: Sum <= NOR;
	3'b 011: Sum <= OR;
	3'b 100: Sum <= AND;
	3'b 101: Sum <= SL;
	3'b 110: Sum <= SR;
	3'b 111: Sum <= 69; 
	endcase
	end
endmodule 
==> qor.csv <==
stage,metric,value,unit
floorplanning,Top Ports,259,
floorplanning,Core Footprint,9280,µm²
drt,initial DRC count,134,
layout,tally of filler cells in the layout,922,
job,max_cap viols,0,
layout,layout cells sized above 1,5.23,%
logic_synthesis,Yosys Instances,243,
logic_synthesis,Synth top cells by count,"mux2i_1, nor2_1, a21oi_1, mux4_2, nand2_1",
worst_setup_path,Worst path max stage delay,0.59,ns
layout,Register Area,0,µm²
drt,iteration tally of the first detailed-router pass,4,
final_timing,final setup fails,0,
clock_tree,post-CTS resize count,0,
clock_tree,post-CTS setup buffers,0,
final_timing,RSZ-0062 raised after global routing,false,
worst_setup_path,Worst setup EP type,output port,
worst_setup_path,WP data required,6.16,ns
logic_synthesis,top post-synthesis cells by area,"mux2i_1, mux4_2, a21oi_1",
worst_setup_path,CP Buf/Inv Count,3,
grt,global-route wire length before repair,18400,µm
status,outcome,completed,
drt,Antenna diodes,0,
logic_synthesis,Largest type area fraction,24.4,%
final_timing,Max Clk Rate,0.181,GHz
worst_setup_path,kind of cell adding the most delay to the critical path,buffers and inverters,
logic_synthesis,YS chip area,1850,µm²
logic_synthesis,average size of a mapped cell,7.61,µm²
logic_synthesis,Syn. warnings,1,
final_timing,Tightest Pin Transition,0.774,ns
logic_synthesis,Syn Inst Count,243,
grt,largest net degree at the start of global routing,42,
layout,"Core Util, Final",47.6,%
grt,vias in the first global route,3177,
final_timing,Rel. slew slack,48.4,%
drt,Vias per Instance,4.70,
final_timing,period utilization,71.6,%
floorplanning,Die H,118,µm
pwr,Peak VDD IR,0.0284,mV
logic_synthesis,Synth Cell Area,1850,µm²
drt,drc violations,0,
pwr,total power,0.247,mW
layout,synthesis-to-finish area growth,139,%
grt,Overflow after GRT,0,
floorplanning,Die Size,13900,µm²
drt,final wirelength,12100,µm
worst_setup_path,data arrival time of the critical path,3.97,ns
layout,Seq cells,0,
pwr,PwrDens,55.9,nW/µm²
worst_setup_path,"critical path, cell by cell",buf_4 -> buf_4 -> nand2b_1 -> o22ai_1 -> o22a_1 -> clkdlybuf4s50_1,
final_timing,minimum clock period,5.51,ns
worst_setup_path,crit path max-delay cell type,nand2b_1,
floorplanning,FP Core Util,19.9,%
final_timing,Slew Limit Fails,0,
clock_tree,hold buffer count at cts,0,
grt,initial antenna violation count,0,
worst_setup_path,Worst Setup Start Kind,primary input,
grt,GRT Util Overall,16.6,%
worst_setup_path,CP Max Fanout,41,
logic_synthesis,Unique masters post-synth,21,
floorplanning,site row count,35,
placement,RePlAce Congestion,0.854,
final_timing,Fin. Hold Viols,0,
drt,ANT nets after route,0,
floorplanning,Die Wd,118,µm
placement,I/O Buffers,259,
worst_setup_path,CP Class,primary input to output port,
final_timing,Final Hold Slack,4.08,ns
logic_synthesis,"Seq/Total Area, Yosys",0,%
logic_synthesis,post-synth top area cell,mux2i_1,
drt,routed length per instance,19.9,µm
layout,clock buf count,0,
pwr,Leak,1.69,nW
drt,total number of vias,2855,
worst_hold_path,worst hold path class,primary input to output port,
final_timing,fin worst setup slack,2.19,ns
placement,HPWL Detailed,10500,µm
worst_setup_path,"most used cell, CP",buf_4,
final_timing,setup tns final,0,ns
placement,post-placement setup slack,2.19,ns
job,Log Warnings,32,
==> area by class of cell <==
| class | count | area [µm²] | share of cell area [%] |
|---|---|---|---|
| inverter | 1 | 3.75 | 0.0849 |
| multi-input combinational | 214 | 1650 | 37.2 |
| tap | 129 | 161 | 3.65 |
| timing repair buffer | 263 | 2610 | 59.0 |
==> cells in the final DEF (no fill, tap or decap) <==
cell type        instances
mux4_2                  18
nand2b_1                 3
nor2_1                  45
o22ai_1                 13
nand2_1                 18
o211ai_1                 2
nor2b_1                  1
o32ai_1                  1
a211oi_1                12
inv_1                    1
clkdlybuf4s50_1        256
mux2i_1                 45
o21ai_1                  1
o21ai_0                  4
a21oi_1                 36
buf_2                    2
or3_1                    1
o22a_1                  14
buf_4                    5
==> through the flow <==
stage / std cells / instance area [µm²]
final: 607 / 4420
after global routing: 607 / 4420
after CTS: 607 / 4420
after detailed placement: 607 / 4420
after global placement: 607 / 4420
after floorplan: 243 / 1850
==> logic make-up (layout without fill, tap and decap cells) <==
kind of cell    count (synthesis)  count (layout)  synth area share (%)
compound gates                 83              83                  28.3
simple gates                   68              68                  14.5
mux                            63              63                  46.3
buf+inv                        29             264                  11.0
==> tightest hold or removal path, stage by stage <==
cell	delay, ns
clkdlybuf4s50_1	0.40
a21oi_1	0.12
a21oi_1	0.07
clkdlybuf4s50_1	0.42
==> routing by layer <==
layer	share of wire, %	GRT usage [%]	wire length [µm]
met5	0	0	0
met4	1.5	2.24	176
met3	12	8.12	1480
met2	49	29.7	5970
met1	37	17.5	4460
==> where the power goes <==
group	leakage [nW]	internal (mW)	switching [mW]
clock network	0	0	0
logic	1.69	0.176	0.0711
registers	0	0	0
==> final timing paths <==
kind | start | to | depth (start not counted)
hold / removal | SR[11] | Sum[11] | 4
setup / recovery | opcode[0] | Sum[26] | 6
No activity file was given, so power comes from the tool's default toggle rates.
